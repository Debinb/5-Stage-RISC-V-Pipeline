==> flow/design.v <==
`timescale 1ns / 1ps
module ALU_Module(
    input wire [31:0] data1, data2,
    input wire [3:0] control,
    output reg [31:0] result,
    output wire zero
);
 localparam ADD = 4'b0010;
 localparam SUB = 4'b0110;
 localparam AND = 4'b0000;
 localparam OR =  4'b0001;
 always @(*) begin
    case (control)
        ADD: result = data1 + data2;
        SUB: result = data1 - data2;
        AND: result = data1 & data2;
        OR: result =  data1 | data2;
        default: result = 32'hffffffff;  
    endcase
 end
 assign zero = (result != 0);
endmodule
==> flow/run.sh <==
#!/bin/bash
# OpenROAD 26Q1-2900-gdf79404cd8, Yosys 0.63+post, stock flow scripts
make -C /OpenROAD-flow-scripts/flow DESIGN_CONFIG=/design/flow/config.mk WORK_HOME=/design/flow/orfs finish
==> flow/config.mk <==
export PLATFORM = sky130hd
export DESIGN_NAME = ALU_Module
export DESIGN_NICKNAME = ALU_Module
export VERILOG_FILES = /design/flow/design.v
export SDC_FILE = /design/flow/constraint.sdc
export NUM_CORES = 4
export LEC_CHECK = 1
export CORE_UTILIZATION = 50
export SYNTH_HDL_FRONTEND = slang
==> flow/constraint.sdc <==
current_design ALU_Module

set clk_period 16.0
set clk_io_pct 0.2

create_clock -name clk0 -period $clk_period

set non_clock_inputs [all_inputs -no_clocks]
set_input_delay [expr $clk_period * $clk_io_pct] -clock clk0 $non_clock_inputs
set_output_delay [expr $clk_period * $clk_io_pct] -clock clk0 [all_outputs]
==> results.sh <==
# yosys + openroad results
export IMPL_via_per_inst=6.37
export IMPL_rsz0062_at_grt="false"
export IMPL_finalPower_w=0.000160
export IMPL_n_sequential_cell=0
export IMPL_ys_chip_area_um2=3400
export IMPL_hpwl_mm=9.60
export IMPL_drive_above_1_share_pct=3.19
export IMPL_cp_slowest_cell="or4b_2"
export IMPL_fmax_ghz=0.0762
export IMPL_core_area_um2=6460
export IMPL_row_count=29
export IMPL_hold_viol_final=0
export IMPL_arrival_ns=9.92
export IMPL_setup_violations_final=0
export IMPL_num_vias=4282
export IMPL_syn_to_final_growth_pct=31.6
export IMPL_grt_pass1_vias=3870
export IMPL_crit_type="input pin to output pin"
export IMPL_netlist_logic_family_top="AND-OR/OR-AND gates"
export IMPL_status="finished, final reports clean"
export IMPL_start_kind="input pin"
export IMPL_grt_overflow_total=0
export IMPL_slew_headroom_pct=54.4
export IMPL_grt_total_usage_pct=34.1
export IMPL_lay_top_count="clkdlybuf4s50_1"
export IMPL_grt_max_degree=37
export IMPL_holdBufCountCts=0
export IMPL_setup_ws_ns=2.88
export IMPL_ys_sh_adder_pct=20.7
export IMPL_path_max_fanout=10
export IMPL_chipArea_um2=7140
export IMPL_drtAntennaViolNets=0
export IMPL_period_minus_slack_ns=13.12
export IMPL_antenna_found_initial=0
export IMPL_yosys_warnings=0
export IMPL_final_max_slew_viol_count=0
export IMPL_slowest_delay_ns=0.66
export IMPL_port_buffers=101
export IMPL_ioPinCount=101
export IMPL_dp_cells=672
export IMPL_clkbuf_count=0
export IMPL_grt_pass1_wl_mm=19.5
export IMPL_tns_ns=0
export IMPL_drv_cap=0
export IMPL_synthCells=507
export IMPL_worstPathCellList="clkdlybuf4s50_1 -> or4_1 -> nor4_1 -> nor2b_1 -> nand2_1 -> nor2_1 -> nand2_1 -> nor4_1 -> buf_4 -> a21oi_1 -> xnor2_1 -> ha_1 -> a21o_1 -> a21oi_1 -> o21ai_0 -> or3_1 -> nor3_1 -> o21ai_0 -> nor3b_1 -> or4b_2 -> or4_1 -> or4_1 -> clkdlybuf4s50_1"
export IMPL_ys_cells=507
export IMPL_dieWidth_um=84.5
export IMPL_lay_top_cells="101 x clkdlybuf4s50_1, 61 x a21oi_1, 46 x nor2_1"
export IMPL_die_y_um=84.5
export IMPL_drc=0
export IMPL_ir_worst_vdd_mv=0.0255
export IMPL_gp_congestion=0.989
export IMPL_antennaDiodeCount=0
export IMPL_pre_cts_ws_ns=3.02
export IMPL_syn_area_um2=3400
export IMPL_synth_simple_area_share_pct=25.8
export IMPL_nFillCells=572
export IMPL_post_cts_setup_buffer_count=0
export IMPL_wirelength_mm=12.0
export IMPL_finalNonFillerCells=672
export IMPL_path_buffers=3
export IMPL_path_delay_family="simple AND/OR/NAND/NOR gates"
export IMPL_path_depth=23
export IMPL_synth_cellmix_xorXnorShare_pct=11.6
export IMPL_worst_pin_slew_ns=0.680
export IMPL_worstPathRequired_ns=12.80
export IMPL_finalCritPeriodShare_pct=82.0
export IMPL_cts_resized=0
export IMPL_cp_common_cell="or4_1"
export IMPL_hp_class="input pin to output pin"
export IMPL_ys_sh_aoi_pct=34.3
export IMPL_wire_per_inst_um=17.8
export IMPL_p_per_area_nw_per_um2=35.7
export IMPL_dr_first_iter_drc_count=346
export IMPL_min_path_cells=3
export IMPL_critPathCaptureType="output pin"
export IMPL_fin_hold_ws_ns=7.53
export IMPL_avgSynthCellArea_um2=6.72
export IMPL_warning_count=35
export IMPL_initCoreUtil_pct=52.7
export IMPL_regArea_um2=0
export IMPL_drt_pass1_iterations=22
export IMPL_mux_share_pct=2.09
export IMPL_synth_distinct_cells=60
export IMPL_postSynthSeqShare_pct=0
export IMPL_leakagePower_nw=1.72
## synthesized netlist by cell type, types with 5 or more instances
| master | count | share of area, % |
|---|---|---|
| and3_1 | 5 | 0.92 |
| o21bai_1 | 5 | 1.1 |
| xnor2_1 | 31 | 8.0 |
| nand4_1 | 6 | 1.1 |
| a21o_1 | 14 | 3.1 |
| a211o_1 | 5 | 1.3 |
| xor2_1 | 14 | 3.6 |
| mux2i_1 | 6 | 1.8 |
| and2_1 | 6 | 1.1 |
| nand2_1 | 35 | 3.9 |
| a31oi_1 | 11 | 2.0 |
| nor2b_1 | 5 | 0.92 |
| a21oi_1 | 61 | 9.0 |
| maj3_1 | 26 | 7.6 |
| ha_1 | 34 | 12 |
| o21a_1 | 8 | 1.8 |
| o31ai_1 | 8 | 1.8 |
| nor3_1 | 17 | 2.5 |
| or4_1 | 5 | 1.1 |
| nor4_1 | 7 | 1.3 |
| o211ai_1 | 5 | 1.1 |
| nor2_1 | 46 | 5.1 |
| clkbuf_1 | 19 | 2.1 |
| inv_1 | 24 | 2.6 |
| or3_1 | 11 | 2.0 |
| nand3_1 | 13 | 1.9 |
| o21ai_0 | 24 | 3.5 |
## layer usage
layer | wire (µm) | GRT usage [%]
met1 | 5410 | 51.2
met2 | 5330 | 54.0
met3 | 1140 | 4.08
met4 | 102 | 4.31
met5 | 0 | 0
## layout make-up
type	count	area, µm²	share of cell area [%]
multi-input cells	461	3220	71.8
repair buffers	110	1080	24.1
well taps	77	96.3	2.15
inverters	24	90.1	2.01
## worst paths after layout
check,start,to,slack (ns)
worst max-delay path,data2[2],zero,2.88
worst min-delay path,control[3],result[0],7.53
## report_power, final
group | switching [W] | leakage [nW] | internal [W]
Sequential | 0 | 0 | 0
Combinational | 0.0000850 | 1.72 | 0.0000750
Clock | 0 | 0 | 0
## kinds of logic (layout without fill, tap and decap cells)
kind of cell    count (synthesis)  after routing
simple gates                  171            171
mux                             7              7
compound gates                177            177
buf+inv                        46            134
xor+xnor                       45             45
fa+ha+maj                      61             61
## per-stage QoR
| stage | utilization, % | cell area, µm² |
|---|---|---|
| 6_report | 69.4 | 4480 |
| 5_1_grt | 69.4 | 4480 |
| 4_1_cts | 69.4 | 4480 |
| 3_5_place_dp | 69.4 | 4480 |
| 3_3_place_gp | 69.4 | 4480 |
| 2_1_floorplan | - | 3400 |
Power figures rest on the tool's default switching activity, not on a simulated workload.
