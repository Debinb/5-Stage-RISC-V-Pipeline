`flow/run.sh`:
```
#!/bin/bash
# OpenROAD 26Q1-2900-gdf79404cd8, Yosys 0.63+post, stock flow scripts
make -C /OpenROAD-flow-scripts/flow DESIGN_CONFIG=/design/flow/config.mk WORK_HOME=/design/flow/orfs finish
```
`flow/config.mk`:
```
export PLATFORM = sky130hd
export DESIGN_NAME = reg_file
export DESIGN_NICKNAME = reg_file
export VERILOG_FILES = /design/flow/design.v
export SDC_FILE = /design/flow/constraint.sdc
export NUM_CORES = 4
export LEC_CHECK = 1
export CORE_UTILIZATION = 30
export SYNTH_HDL_FRONTEND = slang
```
`flow/constraint.sdc`:
```
current_design reg_file

set clk_period 9.5
set clk_io_pct 0.2

create_clock -name clk0 -period $clk_period

set non_clock_inputs [all_inputs -no_clocks]
set_input_delay [expr $clk_period * $clk_io_pct] -clock clk0 $non_clock_inputs
set_output_delay [expr $clk_period * $clk_io_pct] -clock clk0 [all_outputs]
```
`flow/design.v`:
```
`timescale 1ns / 1ps
module reg_file(
    input wire [4:0] read_addr1, read_addr2, write_reg,
    input wire [31:0] write_data, 
    input wire RegWrite,
    output reg [31:0] read_data1, read_data2, 
    output wire [31:0] x9, x10, x11, x12
 );
 reg [31:0] regs[31:0];
assign x9 = regs[9]; 
assign x10 = regs[10];
assign x11 = regs[11];
assign x12 = regs[12];
 always @(*) begin
    read_data1 = (read_addr1 != 0) ? regs[read_addr1] : 0;
    read_data2 = (read_addr2 != 0) ? regs[read_addr2] : 0;
    if(RegWrite) begin
        regs[write_reg] = write_data;
    end
 end 
endmodule
```
==> impl_metrics.sql <==
-- load yosys + openroad results
INSERT INTO impl_metrics (metric_group, metric, value, unit) VALUES
('worst_setup_path', 'critical_path.cell_chain', 'buf_8 -> buf_4 -> buf_4 -> mux2i_1 -> a22oi_1 -> nand4_1 -> a211oi_1 -> clkdlybuf4s50_1', ''),
('detailed_routing', 'first_iter_violations', '1436', ''),
('worst_setup_path', 'cp_max_fanout', '59', ''),
('detailed_routing', 'dr_vias', '24000', ''),
('detailed_routing', 'dr.pass1.iters', '7', ''),
('sta', 'timing_hold_violations_final', '0', ''),
('finish', 'area_added_between_synthesis_and_finish', '9.60', '%'),
('grt', 'grt_max_degree', '109', ''),
('worst_setup_path', 'cpPeakStageDelay', '890', 'ps'),
('worst_setup_path', 'arrival_worst_endpoint', '5730', 'ps'),
('pwr', 'finalPower', '892', 'uW'),
('placed_design', 'port_buffers', '240', ''),
('detailed_routing', 'routedLengthMet1', '46100', 'um'),
('worst_setup_path', 'endpoint_class_of_the_critical_path', 'output pin', ''),
('floorplan', 'die-height', '335', 'um'),
('worst_setup_path', 'critical_path.top_delay_family', 'buffers and inverters', ''),
('detailed_routing', 'topRoutingLayerUsed', 'met5', ''),
('finish', 'layout.cells.most_common_list', 'dlxtp_1, mux4_2, mux2i_1', ''),
('pwr', 'power.share.switching', '0.521', ''),
('detailed_routing', 'met3WireLength', '16300', 'um'),
('pwr', 'power.share.clock', '0', ''),
('run', 'max_cap_violations', '0', ''),
('worst_setup_path', 'path_class', 'input port to output pin', ''),
('run', 'stage_log_warnings', '35', ''),
('sta', 'tightestPinTransition', '1040', 'ps'),
('detailed_routing', 'detail_route.wirelength', '123000', 'um'),
('worst_setup_path', 'crit_path_start_kind', 'input port', ''),
('grt', 'grt_remaining_overflow', '0', ''),
('grt', 'number_of_global_route_vias_before_repair', '25300', ''),
('sta', 'finalSetupTns', '0', 'ps'),
('sta', 'finalSetupViolCount', '0', ''),
('placed_design', 'post-place-cells', '4187', ''),
('pwr', 'power.ir.vdd_worst', '0.0000368', 'V'),
('detailed_routing', 'vias_per_cell', '5.72', ''),
('logic_synthesis', 'enable_flop_cells', '0', ''),
('clock_network', 'cts_post_setup_buffers_inserted', '0', ''),
('pwr', 'power.leakage', '15.0', 'nW'),
('logic_synthesis', 'synth-warning-count', '0', ''),
('detailed_routing', 'drt-wirelength-per-cell', '29.4', 'um'),
('sta', 'count_of_unclocked_register_or_latch_pins', '1024', ''),
('finish', 'layout_top_cell', 'dlxtp_1', ''),
('worst_setup_path', 'path_buffers', '4', ''),
('clock_network', 'cts.hold.buffers_added', '0', ''),
('logic_synthesis', 'yosys_cells', '2700', ''),
('finish', 'share_of_cells_above_drive_strength_1', '0.222', ''),
('placed_design', 'detailed_place_hpwl', '75100', 'um'),
('detailed_routing', 'route.detailed.drc', '0', ''),
('logic_synthesis', 'syn_area_per_cell', '12.3', 'sq um'),
('grt', 'grt_antenna_before_repair', '7', ''),
('logic_synthesis', 'post_synth_inst_count', '2700', ''),
('logic_synthesis', 'yosys-stat-area', '33300', 'sq um'),
('worst_setup_path', 'cpMaxStageDelayCell', 'a211oi_1', ''),
('run_status', 'outcome', 'complete, no violations', ''),
('sta', 'number_of_unconstrained_endpoints', '1152', ''),
('worst_setup_path', 'cp_common_cell', 'buf_4', ''),
('floorplan', 'chip_area', '112000', 'sq um'),
('detailed_routing', 'ant_nets', '0', ''),
('pwr', 'p_seq_frac', '0.099', ''),
('logic_synthesis', 'yosysUniqueCellTypes', '38', ''),
('floorplan', 'floorplan.core_area', '109000', 'sq um'),
('min_path', 'hold_path_class', 'input port to output pin', ''),
('placed_design', 'place.gp.congestion', '0.891', ''),
('sta', 'final-max-slew-violation-count', '0', ''),
('pwr', 'p_per_area', '24.5', 'nW/um^2'),
('sta', 'slew_headroom', '0.302', ''),
('clock_network', 'cts_resized', '0', ''),
('sta', 'post-route-period-util', '0.803', ''),
('worst_setup_path', 'timing.critical_path.required', '7600', 'ps'),
('logic_synthesis', 'ys_async_sr_fraction', '0', ''),
('sta', 'grt_setup_unrepaired', 'no', '');
## cells in the mapped netlist (2+ instances only)
| cell type | number | area, sq um |
|---|---|---|
| clkbuf_1 | 88 | 330 |
| or3b_2 | 4 | 35.0 |
| o21ai_0 | 42 | 210 |
| nand3_1 | 2 | 10.0 |
| a21oi_1 | 32 | 160 |
| mux4_2 | 352 | 7930 |
| buf_4 | 182 | 1370 |
| a211oi_2 | 4 | 50.1 |
| o221ai_1 | 64 | 561 |
| mux2_2 | 64 | 721 |
| a211oi_1 | 60 | 450 |
| o2111ai_1 | 18 | 158 |
| nand4_1 | 32 | 200 |
| buf_2 | 56 | 280 |
| a311oi_1 | 32 | 280 |
| a22oi_1 | 64 | 480 |
| a221oi_1 | 42 | 368 |
| dlxtp_1 | 1024 | 15400 |
| mux2i_1 | 320 | 3200 |
| or3_1 | 2 | 12.5 |
| nor2_1 | 36 | 135 |
| buf_1 | 4 | 15.0 |
| nand3b_1 | 6 | 45.0 |
| nor2_2 | 2 | 12.5 |
| buf_6 | 12 | 135 |
| nor2b_1 | 37 | 231 |
| inv_1 | 2 | 7.51 |
| a221oi_2 | 4 | 60.1 |
| nand2_1 | 101 | 379 |
| o21ai_1 | 4 | 20.0 |
## layer usage
layer	GRT usage	up-vias
met1	0.284	12100
met5	0.00738	-
met3	0.118	265
li1	-	10200
met4	0.0640	14
met2	0.347	1325
## final cells by class
class | count | area [sq um]
Timing Repair Buffer | 354 | 3300
Antenna cell | 4 | 10.0
Fill cell | 10700 | 73000
Sequential cell | 1024 | 15400
Multi-Input combinational cell | 1331 | 15900
Inverter | 2 | 8.76
Tap cell | 1476 | 1850
## state kept, by name (all words and copies together) (netlist names)
signal / cells
regs: 896
x12: 32
x9: 32
x10: 32
x11: 32
## worst min-delay path, stage by stage
cell	delay, ps
buf_4	220
nand4_1	120
a211oi_1	100
clkdlybuf4s50_1	430
## power groups by stage
stage / Clock [mW] / Combinational (mW) / Sequential, mW
finish: 0.0000000170 / 0.804 / 0.0880
global route: 0 / 0.852 / 0.0889
CTS: 0 / 0.802 / 0.0880
## per-stage QoR
step,setup slack (ps),util,hold WS [ps],cell area (sq um)
finish,1870,0.333,4700,36500
global route,1770,0.333,4750,36500
CTS,1880,0.333,4700,36500
detailed placement,1890,0.333,4700,36500
global placement,1820,0.333,4700,36500
floorplan,4290,-,4040,33300
## worst paths after layout
check	start	endpoint	slack [ps]	cells after the start
setup / recovery	read_addr2[2]	read_data2[19]	1870	8
hold / removal	read_addr2[3]	read_data2[27]	4700	4
## cell families after synthesis
kind of cell | after synthesis | share of synthesized area
latches | 1024 | 0.463
muxes | 736 | 0.356
AOI/OAI and AO/OA | 366 | 0.0841
buffers and inverters | 345 | 0.0644
and+or+nand+nor | 229 | 0.0334
Power figures rest on the tool's default switching activity, not on a simulated workload.
