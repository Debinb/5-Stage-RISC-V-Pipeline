--- /design/flow/constraint.sdc ---
current_design DecodeExecute_Reg

set clk_period 1.0
set clk_io_pct 0.2

create_clock -name clk0 -period $clk_period [get_ports {clock}]

set non_clock_inputs [all_inputs -no_clocks]
set_input_delay [expr $clk_period * $clk_io_pct] -clock clk0 $non_clock_inputs
set_output_delay [expr $clk_period * $clk_io_pct] -clock clk0 [all_outputs]
--- /design/flow/config.mk ---
export PLATFORM = sky130hd
export DESIGN_NAME = DecodeExecute_Reg
export DESIGN_NICKNAME = DecodeExecute_Reg
export VERILOG_FILES = /design/flow/design.v
export SDC_FILE = /design/flow/constraint.sdc
export NUM_CORES = 4
export LEC_CHECK = 1
export CORE_AREA = 10 10 194 194
export DIE_AREA = 0 0 204 204
export SYNTH_HDL_FRONTEND = slang
--- /design/flow/run.sh ---
#!/bin/bash
# OpenROAD 26Q1-2900-gdf79404cd8, Yosys 0.63+post, stock flow scripts
make -C /OpenROAD-flow-scripts/flow DESIGN_CONFIG=/design/flow/config.mk WORK_HOME=/design/flow/orfs finish
--- /design/flow/design.v ---
`timescale 1ns / 1ps
module DecodeExecute_Reg(
    input wire clock,
    input wire [31:0] PC_IN, RD1_in, RD2_in, ImmGen_in, Mem_in,
    input wire [1:0] in_ALUOp,
    input wire in_ALUSrc, in_Branch, in_MemRead, in_MemWrite, in_MemToReg, in_RegWrite,
    output reg [31:0] PC_OUT, RD1_out, RD2_out, ImmGen_out, Mem_out,
    output reg [1:0] out_ALUOp,
    output reg out_ALUSrc, out_Branch, out_MemRead, out_MemWrite, out_MemToReg, out_RegWrite
    );
    always@(posedge clock) begin
        PC_OUT = PC_IN;
        RD1_out = RD1_in;
        RD2_out = RD2_in;
        ImmGen_out = ImmGen_in;          
        Mem_out = Mem_in;
        out_ALUSrc = in_ALUSrc;
        out_Branch = in_Branch;
        out_MemRead = in_MemRead;
        out_MemWrite = in_MemWrite;
        out_MemToReg = in_MemToReg;
        out_RegWrite = in_RegWrite;
        out_ALUOp = in_ALUOp;
    end
endmodule
==> metrics.json <==
{
  "routing": {
    "drt-vias-per-instance": 2.649,
    "wire_per_inst_um": 14.38,
    "total_inserted_antenna_cells": 0,
    "first_pass_iters": 3,
    "route.vias.total": 2607,
    "antenna_violating_nets_post_route": 0,
    "detail_route.iter0.violations": 37,
    "remaining_drc_errors": 0,
    "postRouteWirelength_mm": 14.15
  },
  "logic_synthesis": {
    "dominantRegCellSynth": "sky130_fd_sc_hd__dfxtp_1",
    "post_synthesis_async_set_or_reset_flop_share_pct": 0,
    "common_cells": "168 x sky130_fd_sc_hd__dfxtp_1",
    "syn-cell-area_um2": 3363,
    "ys_seq_share_pct": 100.0,
    "synth_top_cell_by_count": "sky130_fd_sc_hd__dfxtp_1",
    "synthesis_stage_register_bit_count": 168,
    "postSynthCellCount": 168,
    "yosys_area_um2": 3363,
    "synth.avg_cell_area_um2": 20.02,
    "top_area_cell": "sky130_fd_sc_hd__dfxtp_1",
    "enable_flop_cells": 0,
    "post_synth_num_cell_types": 1,
    "synthesis.yosys.warnings": 0,
    "yosysCellCount": 168,
    "synth_largest_type_area_fraction_pct": 100.0,
    "synth.top_cells.by_area": "sky130_fd_sc_hd__dfxtp_1 100%"
  },
  "finish": {
    "multi_input_comb_area_um2": 0,
    "area_delta_synth_final_pct": 110.7,
    "register_area_um2": 3388,
    "layout.comb_gates.multi_input": 0,
    "fillers": 3615,
    "drive_gt1_share_pct": 40.86,
    "final_core_utilization_pct": 21.19
  },
  "grt": {
    "global_route_wire_length_before_repair_mm": 19.68,
    "antenna_found_initial": 1,
    "gr-total-overflow": 0,
    "global_route.usage.total_pct": 6.529,
    "grt_max_degree": 17,
    "vias_in_the_first_global_route": 2887
  },
  "clock_network": {
    "cts_tree": "done",
    "tritoncts.num_buffers": 17,
    "post_cts_buffers": 0,
    "h-tree-depth": 4,
    "cts_buffer_depth": 2,
    "cts.clk_slew.worst_paths_ps": 70,
    "clock_sink_count": 168,
    "root_buffer": "sky130_fd_sc_hd__clkbuf_16"
  },
  "setup_path": {
    "critical_path_start_end_classification": "register to output port",
    "worst-endpoint-arrival_ps": 850,
    "worst_ep_required_time_ps": 800,
    "cell_breakdown_of_the_critical_path": "buf_6",
    "worstSetupStartpointType": "register",
    "end_kind": "output port",
    "cp_slowest_cell": "sky130_fd_sc_hd__dfxtp_2",
    "critical_path.n_buffers_inverters": 1,
    "path_delay_family": "flip-flops",
    "critPathMaxStageDelay_ps": 320,
    "worst-path-max-fanout": 1
  },
  "job": {
    "tool_warnings": 27,
    "timing.max_cap.violations": 0
  },
  "run_status": {
    "status": "finished, violations left",
    "violated_checks": "negative setup slack"
  },
  "worst_hold_path": {
    "hp_class": "primary input to register",
    "whs_path_depth": 1,
    "hold-path-endpoint": "RD2_out[9]",
    "worst_hold_startpoint": "RD2_in[9]"
  },
  "timing": {
    "finalSetupViolCount": 168,
    "final-hold-violation-count": 0,
    "worst-slew-pin-transition_ps": 190.8,
    "setup_repair_after_global_routing_missed_its_margin": "yes",
    "worst_slack_ps": -54.32,
    "timing.fmax_mhz": 948.5,
    "shortest_clock_period_the_worst_path_allows_after_layout_ps": 1054,
    "report.final.slew_viol_count": 0,
    "timing.final.crit_share_pct": 105.4,
    "slew-limit-headroom_pct": 87.28
  },
  "die": {
    "design.portCount": 337,
    "design.die.area_um2": 41620,
    "die_width_um": 204,
    "die_h_um": 204,
    "initial_core_util_pct": 10.05,
    "core_region_area_um2": 33450,
    "number_of_placement_rows": 67
  },
  "placement": {
    "buffers_added_on_ports": 336,
    "place.gp.congestion": 0.8033,
    "dpl.hpwl_mm": 11.74,
    "place_ws_ps": -58.37
  },
  "pwr": {
    "p_leak_nw": 3.029,
    "pwr_density_cell_nw_per_um2": 2079,
    "worst_ir_drop_vdd_mv": 1.083
  }
}
-- timing repair --
action | 4_1_cts | 5_1_grt
setup endpoints to repair | 168 | 168
cloned | 0 | 0
gates resized | 542 | 14
pin swaps | 0 | 0
hold buffers | 0 | 0
-- power breakdown --
part | total (W) | internal, W | leakage [nW] | switching, W
sequential | 0.00712 | 0.00706 | 1.42 | 0.0000695
clock | 0.00662 | 0.00374 | 0.284 | 0.00288
combinational | 0.000990 | 0.000795 | 1.33 | 0.000196
total | 0.0147 | 0.0116 | 3.03 | 0.00314
-- how the worst max path moves through the flow --
stage / from / to / slack, ps / cells after the start
6_report: RD1_out[21] / RD1_out[21] / -50 / 1
5_1_grt: RD2_out[3] / RD2_out[3] / -120 / 1
4_1_cts: Mem_out[11] / Mem_out[11] / -120 / 1
-- area by class of cell --
| cell class | instances | area share, % |
|---|---|---|
| Sequential cell | 168 | 47.81 |
| Timing Repair Buffer | 336 | 35.95 |
| Tap cell | 448 | 7.910 |
| Clock buffer | 18 | 6.056 |
| Clock inverter | 14 | 2.278 |
-- registers in the layout, indices dropped and copies added, names as in the netlist, 2 cells and up --
signal / count
ImmGen_out: 32
Mem_out: 32
PC_OUT: 32
RD1_out: 32
RD2_out: 32
out_ALUOp: 2
-- cell families after synthesis --
family	after synthesis	synth area share, %
flip-flops	168	100.0
-- layout by cell type (no fill, tap or decap), drive strengths merged --
master | synthesis | layout
clkdlybuf4s50 | 0 | 168
buf | 0 | 168
dfxtp | 168 | 168
clkbuf | 0 | 18
inv | 0 | 6
clkinv | 0 | 4
clkinvlp | 0 | 2
bufinv | 0 | 2
-- through the flow --
step	cell area [um2]	hold WS (ps)	instances	power [W]	TNS [ps]
after floorplan	3363	227.7	168	0.007190	0
after global placement	7287	648.9	952	0.008637	-188.9
after detailed placement	7287	651.7	952	0.008643	-237.3
after CTS	7064	157.8	984	0.01518	-13520
after global routing	7087	163.4	984	0.01551	-15080
final	7087	204.6	984	0.01474	-4712
-- layer usage --
layer / vias to the layer above / global-route usage [%] / routed length, um
li1: 1233 / - / -
met1: 1126 / 6.670 / 4781
met2: 239 / 10.40 / 6482
met3: 7 / 5.373 / 2711
met4: 2 / 0.8728 / 162
met5: - / 0 / 12
Power figures rest on the tool's default switching activity, not on a simulated workload.
